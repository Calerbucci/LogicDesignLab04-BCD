[design/flow/design.v]
module BCD(in,out);
input [15:0] in;
output [15:0] out;
assign out[15:12] = (in[15:12]/10 > 0) ? 9 : in[15:12] % 10 ;
assign out[11:8] = (in[11:8]/10 > 0) ? 9 : in[11:8] % 10 ;
assign out[7:4] = (in[7:4]/10 > 0) ? 9 : in[7:4] % 10 ;
assign out[3:0] = (in[3:0]/10 > 0) ? 9 : in[3:0] % 10 ;
endmodule
[design/flow/run.sh]
#!/bin/bash
# OpenROAD 26Q1-2900-gdf79404cd8, Yosys 0.63+post, stock flow scripts
make -C /OpenROAD-flow-scripts/flow DESIGN_CONFIG=/design/flow/config.mk WORK_HOME=/design/flow/orfs finish
[design/flow/config.mk]
export PLATFORM = sky130hd
export DESIGN_NAME = BCD
export DESIGN_NICKNAME = BCD
export VERILOG_FILES = /design/flow/design.v
export SDC_FILE = /design/flow/constraint.sdc
export NUM_CORES = 4
export LEC_CHECK = 1
export CORE_AREA = 10 10 70 70
export DIE_AREA = 0 0 80 80
[design/flow/constraint.sdc]
current_design BCD

set clk_period 1.0
set clk_io_pct 0.2

create_clock -name clk0 -period $clk_period

set non_clock_inputs [all_inputs -no_clocks]
set_input_delay [expr $clk_period * $clk_io_pct] -clock clk0 $non_clock_inputs
set_output_delay [expr $clk_period * $clk_io_pct] -clock clk0 [all_outputs]
==> qor_table.md <==
| Metric | Reported |
| --- | --- |
| Status | complete, no violations |
| Number of max-capacitance violations reported | 0 |
| Residual overflow from global routing | 0 |
| Number of buffers and inverters on the critical path | 2 |
| Starting DRT DRC Count | 0 |
| I/O Buffers | 32 |
| Logic area | 106 sq um |
| Worst endpoint required time | 0.80 ns |
| FMAX | 1030 MHz |
| Number of global-route vias before repair | 265 |
| Netlist area before placement | 110 sq um |
| Source of the critical timing path | in[3] |
| Top logic cell by instance count in the layout | sky130_fd_sc_hd__dlygate4sd2_1 |
| Slowest cell on the critical path | sky130_fd_sc_hd__clkdlybuf4s50_1 |
| Cell-by-cell listing of the critical path | buf_2 > clkdlybuf4s50_1 |
| Part of the Yosys area used for sequential elements | 0% |
| Final weighted congestion in routability-driven placement | 0.797 |
| Kind of capture point of the worst setup path | output pin |
| Most frequent logic cells in the routed design | 14 x sky130_fd_sc_hd__dlygate4sd2_1, 8 x sky130_fd_sc_hd__nor2b_1, 5 x sky130_fd_sc_hd__buf_2, 5 x sky130_fd_sc_hd__clkdlybuf4s15_2, 5 x sky130_fd_sc_hd__clkdlybuf4s15_1 |
| Worst setup slack before clock tree synthesis | -0.558 ns |
| Synthesis area per yosys | 110 sq um |
| Hold Path Sink | out[4] |
| Total leakage power | 0.197 nW |
| Remaining number of nets flagged by the antenna check after routing | 0 |
| Total wirelength of the detailed-routed design | 835 microns |
| Finished layout cell area | 438 sq um |
| Number of top-level pins | 32 |
| Hold Path Cell Cnt | 4 |
| Antenna violations before repair | 0 |
| Final hold violation count | 0 |
| Final Max Tran Viols | 0 |
| CLK BUF | 0 |
| Post-layout util | 12.8% |
| Detailed-route vias per instance | 2.43 |
| Pre-Place Util | 3.22% |
| Total iterations of the first detailed-routing run | 1 |
| Die area | 6400 sq um |
| Setup repair after global routing missed its margin | no |
| CP Data Arrival Time | 0.77 ns |
| Worst min-delay path class | primary input to output pin |
| Critical path startpoint category | primary input |
| Overall routing resource usage | 2.33% |
| Fraction of final layout cells sized beyond drive strength 1 | 29.2% |
| Number of standard cells reported by yosys | 20 |
| Worst Setup Slack, final | 0.0296 ns |
| Setup fix buffers added after clock tree synthesis | 0 |
| Ant diodes | 0 |
| IR drop worst, VDD | 0.0670 mV |
| Mean routed wirelength per cell | 8.88 microns |
| Number of different library cells in the post-synthesis netlist | 4 |
| Yosys synthesis warning count | 0 |
| Synthesized netlist cell count | 20 |
| Global-route wire length before repair | 1.26 mm |
| Post-place instance area | 473 sq um |
| FF+latch count | 0 |
| Classification of the worst setup path | primary input to output pin |
| Total of fill cells in the finished design | 412 |
| Dominant delay contributor by cell family on the critical path | buffers and inverters |
| Final critical-path share of the clock period | 97.0% |
| Per-instance average area after synthesis | 5.51 sq um |
| Standard-cell rows | 21 |
| Worst slew margin relative to its limit | 90.0% |
| CP max FO | 4 |
| Power density over the cells | 274 nW/um^2 |
| Area of the core | 3420 sq um |
| Register area | 0 sq um |
| Largest net degree at the start of global routing | 5 |
| Minimum clock period | 0.970 ns |
| Worst path max stage delay | 0.46 ns |
| Number of OpenROAD warnings | 32 |
| Overall power | 0.000120 W |
| Total number of vias | 228 |
| Layout area overhead | 298% |
| Final-report setup violation count | 0 |
| Worst min-delay path startpoint | in[5] |
| Slew of the pin with the lowest slew margin | 0.149 ns |
| Die span in y | 80 microns |
| Die Span X | 80 microns |
| Hold_buf cts | 0 |
| DR DRC count | 0 |
[metal layers]
| metal | global-route usage (%) | vias up | routed length, microns |
|---|---|---|---|
| met3 | 1.02 | 0 | 123 |
| met5 | 0 | - | 0 |
| li1 | - | 116 | - |
| met2 | 3.69 | 24 | 307 |
| met1 | 3.03 | 88 | 404 |
| met4 | 0 | 0 | 0 |
[timing repair]
item                       CTS  global route
pin swaps                    3             3
resized                     61             3
setup endpoints to repair   16             3
[kinds of logic after synthesis]
family | share of synthesized area (%)
buffers and inverters | 13.6
AND/OR/NAND/NOR | 68.2
AND-OR/OR-AND | 18.2
[Yosys cell counts (all sizes together)]
cell | n | area share (%)
nor2b | 8 | 45
clkbuf | 4 | 14
nand2b | 4 | 23
o21ai | 4 | 18
[cell type report]
type | instances | area share, %
repair buffers | 32 | 62.6
multi-input cells | 16 | 24.3
well taps | 46 | 13.1
[power by group]
part	internal (W)	switching, W	total (W)
registers	0	0	0
logic	0.0000859	0.0000341	0.000120
clock network	0	0	0
[stage by stage]
step / setup TNS [ns] / hold WS [ns] / std cells
2_1_floorplan: 0 / 0.413 / 20
3_3_place_gp: -7.62 / 1.28 / 94
3_5_place_dp: -7.76 / 1.29 / 94
4_1_cts: 0 / 0.757 / 94
5_1_grt: 0 / 0.732 / 94
6_report: 0 / 0.699 / 94
[worst max-delay path by stage]
stage | depth (start not counted) | slack [ns] | endpoint
6_report | 2 | 0.03 | out[3]
5_1_grt | 4 | 0.002 | out[12]
4_1_cts | 4 | 0.02 | out[4]
No activity file was given, so power comes from the tool's default toggle rates.
